### flow/run.sh
#!/bin/bash
# OpenROAD 26Q1-2900-gdf79404cd8, Yosys 0.63+post, stock flow scripts
make -C /OpenROAD-flow-scripts/flow DESIGN_CONFIG=/design/flow/config.mk WORK_HOME=/design/flow/orfs finish
### flow/config.mk
export PLATFORM = sky130hd
export DESIGN_NAME = seg7_03
export DESIGN_NICKNAME = seg7_03
export VERILOG_FILES = /design/flow/design.v
export SDC_FILE = /design/flow/constraint.sdc
export NUM_CORES = 4
export LEC_CHECK = 1
export CORE_AREA = 10 10 112 112
export DIE_AREA = 0 0 122 122
### flow/constraint.sdc
current_design seg7_03

set clk_period 2.2
set clk_io_pct 0.2

create_clock -name clk0 -period $clk_period [get_ports {clk}]

set non_clock_inputs [all_inputs -no_clocks]
set_input_delay [expr $clk_period * $clk_io_pct] -clock clk0 $non_clock_inputs
set_output_delay [expr $clk_period * $clk_io_pct] -clock clk0 [all_outputs]
### flow/design.v
module seg7_03(
    input  wire        clk,
    input  wire        rst,
    input  wire [31:0] data,
    output reg         a, b, c, d, e, f, g, h,
    output reg [7:0]   ds
);
    reg [2:0]  cnt_scan; 
    reg [3:0]  data_seg;
    reg [12:0] cnt_div;
    reg        clk_scan;
    reg        seg_en; 	 
    always @(posedge clk or posedge rst) begin
        if (rst) begin
            cnt_div <= 13'd0;
            clk_scan <= 1'b0;
        end else if (cnt_div >= 13'd4999) begin
            cnt_div <= 13'd0;
            clk_scan <= ~clk_scan;
        end else begin
            cnt_div <= cnt_div + 1'b1;
        end
    end
    always @(posedge clk_scan or posedge rst) begin
        if (rst) begin
            cnt_scan <= 3'd0;
        end else begin
            cnt_scan <= cnt_scan + 1'b1;
        end
    end
    always @(posedge clk_scan or posedge rst) begin
        if (rst) begin
            ds <= 8'b1111_1111;
            data_seg <= 4'd0;
            seg_en <= 1'b0;
        end else begin
            case (cnt_scan)
                3'd0: begin 
					 ds <= 8'b1111_1110;	 
                    data_seg <= data[31:28];
                    seg_en <= (data[31:28] != 4'h0); 
                end
                3'd1: begin 
                    ds <= 8'b0111_1111;
                    data_seg <= data[27:24];
                    seg_en <= (data[31:24] != 8'h00);
                end
                3'd2: begin 
                    ds <= 8'b1011_1111;
                    data_seg <= data[23:20];
                    seg_en <= (data[31:20] != 12'h000);
                end
                3'd3: begin 
                    ds <= 8'b1101_1111;
                    data_seg <= data[19:16];
                    seg_en <= (data[31:16] != 16'h0000);
                end
                3'd4: begin 
                    ds <= 8'b1110_1111;
                    data_seg <= data[15:12];
                    seg_en <= (data[31:12] != 20'h00000);
                end
                3'd5: begin 
                    ds <= 8'b1111_0111;
                    data_seg <= data[11:8];
                    seg_en <= (data[31:8] != 24'h000000);
                end
                3'd6: begin 
                    ds <= 8'b1111_1011;
                    data_seg <= data[7:4];
                    seg_en <= (data[31:4] != 28'h0000000);
                end
                3'd7: begin 
                    ds <= 8'b1111_1101; 
                    data_seg <= data[3:0];
                    seg_en <= 1'b1; 
                end
            endcase
        end
    end
    always @(posedge clk_scan or posedge rst) begin
        if (rst) begin
            {a, b, c, d, e, f, g, h} <= 8'b00000000;
        end else begin
            if (seg_en == 1'b0) begin
                {a, b, c, d, e, f, g, h} <= 8'b00000000; 
            end else begin
                case(data_seg)
                    4'b0000: {a, b, c, d, e, f, g, h} <= 8'b11111100;  
                    4'b0001: {a, b, c, d, e, f, g, h} <= 8'b01100000;  
                    4'b0010: {a, b, c, d, e, f, g, h} <= 8'b11011010;  
                    4'b0011: {a, b, c, d, e, f, g, h} <= 8'b11110010;  
                    4'b0100: {a, b, c, d, e, f, g, h} <= 8'b01100110;  
                    4'b0101: {a, b, c, d, e, f, g, h} <= 8'b10110110;  
                    4'b0110: {a, b, c, d, e, f, g, h} <= 8'b10111110;  
                    4'b0111: {a, b, c, d, e, f, g, h} <= 8'b11100000;  
                    4'b1000: {a, b, c, d, e, f, g, h} <= 8'b11111110;  
                    4'b1001: {a, b, c, d, e, f, g, h} <= 8'b11110110;  
                    default: {a, b, c, d, e, f, g, h} <= 8'b00000000;
                endcase
            end
        end
    end
endmodule
==> flow_metrics.py <==
# Metrics from the implementation run
metrics = {
    "status": {
        "outcome": "completed",
    },
    "drt": {
        "n_antenna_cell": 0,
        "route.met2.wl_mm": 2.07,
        "routed_wl_mm": 4.66,
        "wl_per_cell_um": 12.4,
        "highest_layer": "met4",
        "vias": 1569,
        "drtIter0Drc": 98,
        "drc_errors": 0,
        "via_per_inst": 4.18,
        "wl_met3_um": 455,
        "wl_met1_mm": 2.13,
        "antenna_left": 0,
        "drt_first_pass_iters": 5,
    },
    "final_timing": {
        "tightest_slew_ns": 0.627,
        "hold_viol": 0,
        "finalSetupTns_ns": 0,
        "finalClockSkew_ns": 0.00160,
        "finalSetupViolations": 0,
        "unclocked_pins": 23,
        "worst_slack_ns": 0.337,
        "max_freq_mhz": 537,
        "final-max-slew-violation-count": 0,
        "finalCritPeriodShare_pct": 84.7,
        "relSlewSlack_pct": 57.8,
        "period_minus_slack_ns": 1.86,
        "hold_ws_ns": 0.479,
        "grt_setup_unrepaired": "false",
        "unconstrained_endpoints": 38,
    },
    "setup_path": {
        "crit_chain": "ha_1 -> nand2_1 -> a31oi_1 -> o31a_1 -> buf_4 -> nor2_4",
        "worstSetupStartpoint": "cnt_div[0]$_DFF_PP0_",
        "worstReg2RegStart": "cnt_div[0]$_DFF_PP0_",
        "ff2ff_setup_slack_ns": 0.34,
        "critPathCaptureType": "register",
        "worstPathRequired_ns": 2.33,
        "cp-start-kind": "register",
        "arrival_ns": 1.99,
        "r2r-end": "cnt_div[9]$_DFF_PP0_",
        "slowest_delay_ns": 0.45,
        "crit_type": "reg2reg",
        "crit_path_max_fanout": 6,
        "r2r_cells": 6,
        "slowest_stage": "o31a_1",
        "worstSetupEndpoint": "cnt_div[9]$_DFF_PP0_",
    },
    "layout": {
        "areaGrowthSynthToFinish_pct": 34.8,
        "lay_top_cells": "clkdlybuf4s50_1 (48), dfrtp_1 (29), nor2_1 (13), ha_1 (13), a21oi_1 (11)",
        "layoutNonFillerInstCount": 375,
        "lay_top_count": "clkdlybuf4s50_1",
        "drive_gt1_share_pct": 12.6,
        "num-fill-cells": 1038,
    },
    "global_route": {
        "grt_pass1_vias": 1614,
        "grt_use_total_pct": 6.31,
        "grt_pass1_wl_mm": 7.86,
        "antenna_found_initial": 0,
        "grt_max_degree": 25,
        "grt-ovfl-total": 0,
    },
    "power_and_ir_drop": {
        "irDropWorstVdd_v": 0.000283,
        "cellLeakagePower_nw": 1.03,
        "p_per_area_nw_per_um2": 221,
        "p_total_mw": 0.598,
    },
    "clock_network": {
        "clk_path_buf_depth": 2,
        "cts_setup_buffers": 0,
        "htree_levels": 1,
        "insertion_delay_ns": 0.24,
        "path_clk_slew_ns": 0.06,
        "cts_resized": 0,
        "cts_tree": "built",
        "hold_buffers": 0,
        "cts-root-buf": "clkbuf_8",
        "numCtsBuffers": 3,
    },
    "die": {
        "die_area_um2": 14900,
        "die_w_um": 122,
        "fp.coreArea_um2": 10200,
        "die_h_um": 122,
        "fp_util_pct": 19.6,
        "io_pins": 50,
        "rows": 37,
    },
    "logic_synthesis": {
        "edf_count": 0,
        "ys_types": 43,
        "synth_cells": 190,
        "synth_area_leader_cell": "dfrtp_1",
        "async_flop_share_pct": 100,
        "avgSynthCellArea_um2": 10.5,
        "numSynthFlops": 37,
        "ys_area_um2": 2000,
        "yosysWarnings": 1,
        "syn_area_um2": 2000,
        "ys_seq_share_pct": 46.8,
        "synthTopCellsByArea": "dfrtp_1 (36%), dfstp_2 (11%), ha_1 (8.1%)",
        "synthFlopType": "dfrtp_1",
        "ys_cells": 190,
        "top_cell_area_share_pct": 36.3,
    },
    "job": {
        "warnings": 34,
        "cap_violations": 0,
    },
    "place": {
        "dp_cells": 371,
        "gp_congestion": 0.780,
        "port_buffers": 48,
        "pre_cts_ws_ns": 0.332,
        "dp.final_hpwl_mm": 3.86,
    },
    "min_path": {
        "min-delay-path-class": "reg2reg",
    },
}
metal layers:
metal,up-vias,track usage [%]
li1,782,-
met1,724,8.72
met2,61,9.83
met3,2,2.35
met4,0,0.149
met5,-,0
critical path, delay by kind of cell (launching register included):
| family | cells | cell delay, ns |
|---|---|---|
| adder cells (fa/ha/maj) | 1 | 0.22 |
| AND/OR/NAND/NOR | 2 | 0.18 |
| AND-OR/OR-AND | 2 | 0.68 |
| buffers and inverters | 1 | 0.27 |
| flip-flops | 1 | 0.39 |
registers in the layout, indices dropped and copies added (netlist names):
register and cells:
e 1, seg_en 1, data_seg 4, a 1, clk_scan 1, d 1, ds 8, g 1
c 1, f 1, cnt_scan 3, b 1, cnt_div 13
worst min-delay path by stage:
stage | from | to | slack [ns] | cells past startpoint
CTS | cnt_div[0]$_DFF_PP0_ | cnt_div[0]$_DFF_PP0_ | 0.49 | 1
global route | cnt_div[0]$_DFF_PP0_ | cnt_div[0]$_DFF_PP0_ | 0.51 | 1
finish | cnt_div[0]$_DFF_PP0_ | cnt_div[0]$_DFF_PP0_ | 0.48 | 1
through the flow:
stage	area, um2	utilization (%)
floorplan	2000	-
global placement	2640	25.8
detailed placement	2640	25.8
CTS	2700	26.4
global route	2700	26.4
finish	2700	26.4
cell families after synthesis:
logic type / count (synthesis) / synth area share [%]
flops: 37 / 46.8
buf+inv: 19 / 4.19
xor+xnor: 11 / 4.81
other cells: 1 / 0.187
compound gates: 40 / 14.8
fa+ha+maj: 13 / 8.13
simple gates: 69 / 21.2
synth_stat cells, drive strengths merged (3+ instances only):
master  count
or3         3
clkbuf      4
o21a        3
nor3        7
a222oi      4
buf         3
nor4        7
a21oi      11
ha         13
nand2b      5
a221oi      8
nand4       3
dfrtp      29
nand3       8
nand2       4
inv        12
xnor2       8
nor2       23
xor2        3
dfstp       8
area by class of cell:
| type | instances | area (um2) | area share (%) |
|---|---|---|---|
| inverters | 12 | 45.0 | 1.67 |
| clock buffers | 4 | 55.1 | 2.04 |
| well taps | 136 | 170 | 6.31 |
| repair buffers | 52 | 510 | 18.9 |
| multi-input cells | 134 | 982 | 36.4 |
| flip-flops and latches | 37 | 936 | 34.7 |
power breakdown:
part           internal, mW  leakage [nW]  switching [mW]
clock network         0.158        0.0288          0.0861
registers             0.259         0.451               0
logic                0.0591         0.552          0.0352
total                 0.476          1.03           0.121
Power figures rest on the tool's default switching activity, not on a simulated workload.
