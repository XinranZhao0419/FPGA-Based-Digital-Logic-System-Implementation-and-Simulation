==> flow/constraint.sdc <==
current_design ALU_03

set clk_period 18.5
set clk_io_pct 0.2

create_clock -name clk0 -period $clk_period

set non_clock_inputs [all_inputs -no_clocks]
set_input_delay [expr $clk_period * $clk_io_pct] -clock clk0 $non_clock_inputs
set_output_delay [expr $clk_period * $clk_io_pct] -clock clk0 [all_outputs]
==> flow/run.sh <==
#!/bin/bash
# OpenROAD 26Q1-2900-gdf79404cd8, Yosys 0.63+post, stock flow scripts
make -C /OpenROAD-flow-scripts/flow DESIGN_CONFIG=/design/flow/config.mk WORK_HOME=/design/flow/orfs finish
==> flow/design.v <==
module ALU_03 (
    input  wire [31:0] a,        
    input  wire [31:0] b,         
    input  wire [3:0]  operator,  
    output reg  [31:0] out        
);
    reg [32:0] tmp;
    always @(*) begin
        out = 32'd0;
        tmp = 33'd0;
        case (operator)
            4'b1010: begin
                tmp = {1'b0, a} + {1'b0, b};
                out = tmp[31:0];
            end
            4'b1011: begin
                tmp = {1'b0, a} - {1'b0, b};
                out = tmp[31:0];
            end
            4'b0010: begin
                out = a | b;
            end
            4'b1101: begin
                out = a & b;
            end
            4'b1110: begin
                out = ~a;
            end
            4'b0101: begin
                out = a ^ b;
            end
            4'b0110: begin
                out = ~(a ^ b);
            end
            4'b0111: begin
                out = {a[0], a[31:1]};
            end
            default: out = 32'd0;
        endcase
    end
endmodule
==> flow/config.mk <==
export PLATFORM = sky130hd
export DESIGN_NAME = ALU_03
export DESIGN_NICKNAME = ALU_03
export VERILOG_FILES = /design/flow/design.v
export SDC_FILE = /design/flow/constraint.sdc
export NUM_CORES = 4
export LEC_CHECK = 1
export CORE_UTILIZATION = 40
==> notes.org <==
#+TITLE: Implementation results

** Critical path
- Critical path data required time :: about 15 ns
- Data arrival time of the critical path :: approximately 8.9 ns
- Maximum fanout count along the critical path :: 11
- Class of the most critical setup path :: input port to primary output
- Category of the worst setup path capture point :: primary output
- CP Launch Type :: input port

** Global route
- Pin count of the biggest net entering global routing :: 33
- For this run, the total global-route usage over all layers was measured as between 20% and 30%.
- The number of global-route vias before repair is 4799.
- The initial antenna violation count was 0.
- After global routing the overflow that remains totals 0.
- The first global-routing pass estimated 24100 um of wire.

** Logic synthesis
- Post-synth area from yosys stat :: ~4700 sq um
- The synth_stat.txt file lists the number of cells as ~700.
- Syn avg cell area :: a little under 7 sq um
- Summed over all instances, the cell type with the most area after synthesis is ha_1.
- Ranked by total cell area, the synthesized netlist is headed by ha_1 26%, xnor2_1 8.8%, o21ai_0 6.2%.
- Mapped Area :: ~4700 sq um
- Ranked by instance count, the synthesized netlist is headed by 96 x ha_1, 77 x inv_1, 58 x o21ai_0.
- Synthesis produced 691 cells.
- Most frequently used cell type in the post-synthesis netlist :: ha_1
- The share of the Yosys chip area taken by registers is 0%.
- Per the synthesis report, the number of distinct cell types is a little under 60.
- Synth Warn # :: 1
- Area share of the largest cell type after synthesis :: between 20% and 30%

** Power
- Worst supply voltage drop on vdd :: roughly 14 uV
- Static power due to leakage :: roughly 0.0026 uW
- Power density over the cells :: between 20 and 30 nW/um^2

** Timing
- The most critical hold endpoint after final layout shows a slack of 8.58 ns.
- At the pin with the least slew margin, the transition time is 0.901 ns.
- Setup repair after global routing missed its margin :: no
- The final layout reports a setup TNS of 0 ns.
- The max-slew check reports its worst relative slack as about two fifths.
- Maximum clock rate :: approximately 0.08 GHz
- The worst path in the final design needs a cycle of approximately 13 ns, including I/O delays and setup.
- Final number of hold-violating endpoints :: 0
- Endpoints with negative setup slack in the final report add up to 0.
- Worst setup margin :: 5.87 ns
- Per the final report, max-transition violations number 0.
- Post-route clock period utilization :: slightly below 70%

** Floorplan
- Number of placement rows :: 39
- The share of the core area taken by cells at floorplan is a little over 40%.
- The chip occupies between 10000 and 15000 sq um.
- Core region area :: roughly 11000 sq um
- For this design the top-level I/O count stands at about 100.
- Floorplan die height :: roughly 110 um
- Width of the die :: 110 um

** CTS
- After clock tree synthesis, the flow added hold-fix buffers numbering 0.
- Post-CTS sizing :: 0
- Once the clock tree was built, the setup fixing pass inserted 0 buffers.

** Hold path
- HP Class :: input port to primary output
- Hold Crit Depth :: 5

** Routing
- Post-detailed-route wirelength per cell :: between 15 and 20 um
- Drt pass-1 iters :: 22
- The detailed router placed approximately 5200 vias in this run.
- Per the detailed-route log, wirelength across all metal layers totals ~15000 um.
- Dividing the detail-routed via count by the number of cells gives roughly 5.8.
- TritonRoute reported its final design rule violation total as 0.
- Per the post-route antenna check, the number of violating nets is 0.
- # diodes :: 0
- The violation tally recorded at the end of detailed-routing iteration 0 is approximately 350.

** Placement
- Post-placement setup slack :: 6.03 ns
- The buffer_ports step reported a buffer count of ~100.
- GP Congestion :: between 0.9 and 1
- Detailed Place HPWL :: about 12000 um
- Area post-placement :: roughly 5800 sq um

** Cells and area
- Cells with a size suffix above 1 make up under 10% of the layout.
- The layout has 0 clock buffers.
- Synthesis-to-finish area growth :: 24.0%
- Finished Core Util :: 50.8%
- Final std cell area, no fill :: about 5800 sq um
- The final layout report lists a filler cell count of approximately 1100.
- The layout report lists the combined flip-flop and latch area as 0 sq um.
- Sequential cell count of the final layout :: 0

** Job
- Maxcap violations :: 0
- Summing over the stages, the warning tally comes to between 60 and 70.

** Status
- The flow ran to the end, and the final reports show no timing, DRC or antenna violations.
[cells in the final DEF, fill, tap and decap left out, types with 3 or more instances in the layout]
cell,netlist,layout
xor2_1,10,10
a221oi_1,18,18
nor3_1,8,8
o31ai_1,6,6
o21ai_1,5,5
nor2b_1,3,3
o21a_1,4,4
a2111oi_0,10,10
and2_1,4,4
xnor2_1,47,47
o211ai_1,9,9
nand2b_1,9,9
o21bai_1,7,7
ha_1,96,96
a21oi_1,55,55
and3_1,3,3
nand4_1,9,9
inv_1,77,77
o221ai_1,8,8
o311ai_0,3,3
mux2i_1,3,3
nor2_1,51,48
nand2_1,57,57
a31oi_1,5,5
a22oi_1,3,3
o41ai_1,3,3
nor2_2,0,3
nor4_1,3,3
o21ai_0,58,58
clkdlybuf4s50_1,0,100
nand3_1,13,13
a21o_1,13,13
o22ai_1,16,16
buf_4,0,8
o2111ai_1,5,5
[kinds of logic (layout without fill, tap and decap cells)]
family          Yosys count  in the layout  synth area share [%]
compound gates          245            245                  34.6
xor+xnor                 57             57                  10.7
fa+ha+maj                97             97                  26.2
buf+inv                 111            185                  8.95
mux                       3              3                 0.645
simple gates            178            178                  18.8
[layout make-up]
| type | instances | area, sq um | area share [%] |
|---|---|---|---|
| inverter | 77 | 289 | 5.00 |
| tap | 143 | 179 | 3.10 |
| timing repair buffer | 108 | 1060 | 18.4 |
| multi-input combinational | 580 | 4250 | 73.5 |
[critical path, stage by stage]
cell and delay, ns:
clkdlybuf4s50_1 0.57, nand2_1 0.09, nor2_1 0.61, nand2_1 0.53, a21o_1 0.34, fa_1 0.46
nor2b_1 0.18, o2111ai_1 0.15, a21oi_1 0.28, o311ai_1 0.20, a2111oi_0 0.86, o2111ai_1 0.25
mux2i_1 0.16, nand2_1 0.09, clkdlybuf4s50_1 0.46
[per-stage QoR]
stage,total power [uW],cells
after global placement,161,908
final,162,908
after global routing,180,908
after detailed placement,160,908
after floorplan,96.2,691
after CTS,162,908
[power breakdown]
| part | internal [uW] | switching [uW] | total, uW |
|---|---|---|---|
| combinational | 77.6 | 84.0 | 162 |
| sequential | 0 | 0 | 0 |
| clock | 0 | 0 | 0 |
| total | 77.6 | 84.0 | 162 |
[worst paths after layout]
check	start	to	slack (ns)
hold / removal	a[0]	out[0]	8.58
setup / recovery	operator[1]	out[30]	5.87
[layer usage]
layer  GRT usage [%]  vias up  wire length [um]
met5               0        -                 0
met4            2.57        0               126
met3            1.15       14               916
met2            41.8      166              6550
met1            37.1     2368              7300
li1                -     2680                 -
Power figures rest on the tool's default switching activity, not on a simulated workload.
